### run.sh
#!/bin/bash
# OpenROAD 26Q1-2900-gdf79404cd8, Yosys 0.63+post, stock flow scripts
make -C /OpenROAD-flow-scripts/flow DESIGN_CONFIG=/design/flow/config.mk WORK_HOME=/design/flow/orfs finish
### design.v
`timescale 1ns / 1ps
module fft4(  
    input wire[15:0] x0_re, x0_im, x1_re, x1_im, x2_re, x2_im, x3_re, x3_im,  
    output reg[15:0] y0_re, y0_im, y1_re, y1_im, y2_re, y2_im, y3_re, y3_im ,
    input wire clk,reset 
);  
    wire signed [15:0] s0_re, s0_im, s1_re, s1_im, s2_re, s2_im, s3_re, s3_im;
    wire signed [31:0] temp0_re, temp0_im, temp1_re, temp1_im;
    wire signed [15:0] t0_re, t0_im, t1_re, t1_im, t2_re, t2_im, t3_re, t3_im;
    assign s0_re = x0_re + x2_re;
    assign s0_im = x0_im + x2_im;
    assign temp0_re = (x0_re - x2_re) * 16'h0001 - (x0_im - x2_im) * 16'h0000;
    assign temp0_im = (x0_re - x2_re) * 16'h0000 + (x0_im - x2_im) * 16'h0001;
    assign s1_re = temp0_re[15:0];
    assign s1_im = temp0_im[15:0];
    assign s2_re = x1_re + x3_re;
    assign s2_im = x1_im + x3_im;
    assign temp1_re = (x1_re - x3_re) * 16'h0000 - (x1_im - x3_im) * 16'hFFFF;
    assign temp1_im = (x1_re - x3_re) * 16'hFFFF + (x1_im - x3_im) * 16'h0000;
    assign s3_re = temp1_re[15:0];
    assign s3_im = temp1_im[15:0];
    assign t0_re = s0_re - s2_re;
    assign t0_im = s0_im - s2_im;
    assign t1_re = s1_re + s3_re;
    assign t1_im = s1_im + s3_im;
    assign t2_re = s1_re - s3_re;
    assign t2_im = s1_im - s3_im;
    assign t3_re = t2_re;
    assign t3_im = t2_im;
    always@(posedge clk)begin
    if (reset)
    begin
    y0_re <=0;
    y0_im <=0;
    y1_re <=0;
    y1_im <=0;
    y2_re <=0;
    y2_im <=0;
    y3_re <=0;
    y3_im <=0;
    end
    else begin
     y0_re <= s0_re + s2_re;
     y0_im <= s0_im + s2_im;
     y1_re <= t0_re;
     y1_im <= t0_im;
     y2_re <= t1_re;
     y2_im <= t1_im;
     y3_re <= t3_re;
     y3_im <= t3_im;
    end
    end
endmodule
### constraint.sdc
current_design fft4

set clk_period 12.9
set clk_io_pct 0.2

create_clock -name clk0 -period $clk_period [get_ports {clk}]

set non_clock_inputs [all_inputs -no_clocks]
set_input_delay [expr $clk_period * $clk_io_pct] -clock clk0 $non_clock_inputs
set_output_delay [expr $clk_period * $clk_io_pct] -clock clk0 [all_outputs]
### config.mk
export PLATFORM = sky130hd
export DESIGN_NAME = fft4
export DESIGN_NICKNAME = fft4
export VERILOG_FILES = /design/flow/design.v
export SDC_FILE = /design/flow/constraint.sdc
export NUM_CORES = 4
export LEC_CHECK = 1
export CORE_UTILIZATION = 30
==> results_dict.tcl <==
# implementation run metrics
set metrics [dict create \
    ctsHoldBuffers 0 \
    cpLargestDelayFamily "adder cells" \
    grt_overflow 0 \
    first_pass_iters 5 \
    vias 15500 \
    warnings 156 \
    coreArea_mm2 0.0632 \
    grt.total_usage_pct 16.8 \
    routedWlPerCell_um 15.4 \
    synth-edff-count 0 \
    yosysWarnings 1 \
    area_growth_pct 20.8 \
    slowest_delay_ns 0.64 \
    synth_cells 2316 \
    rows 92 \
    ys_chip_area_mm2 0.0192 \
    ys_seq_elements 124 \
    fp.dieH_um 255 \
    ctsResizeCount 0 \
    end_kind "flop" \
    path_class "in -> reg" \
    netlist_area_mm2 0.0192 \
    crit_slowest_cell "xnor2_1" \
    cts_tree "yes" \
    die_area_mm2 0.0652 \
    rsz0062_at_grt "false" \
    first_global_vias 15200 \
    ys_async_sr_fraction_pct 0 \
    layout-drive-gt1-share_pct 3.01 \
    period_used_pct 79.8 \
    setup_tns_ns 0 \
    ys_types 80 \
    critPathArrivalTime_ns 10.61 \
    yosysTopAreaCell "ha_1" \
    max_slew_margin_pct 50.8 \
    grt_start_max_net_pins 70 \
    required_ns 13.23 \
    setup_viol 0 \
    period_minus_slack_ns 10.29 \
    path_max_fanout 4 \
    viasPerCell 4.55 \
    clockBufferDepth 2 \
    post_cts_buffers 0 \
    drc_errors 0 \
    synthFlopType "dfxtp_1" \
    tightest_slew_ns 0.738 \
    top_area_share_pct 22.4 \
    crit_buf_inv 6 \
    synth_seq_share_pct 12.9 \
    drv_slew 0 \
    hold_viol 0 \
    io_pins 258 \
    clock-root-buffer "clkbuf_16" \
    hp-class "in -> reg" \
    totalWireLength_um 52500 \
    status "complete, no violations" \
    htreeDepth 4 \
    syn_avg_cell_area_um2 8.31 \
    fmax_mhz 97.2 \
    antenna_found_initial 2 \
    fp_util_pct 30.5 \
    numCtsBuffers 17 \
    ys_cells 2316 \
    cap_violations 0 \
    cts.sinks 124 \
    topCellsByArea "ha_1 (22%), fa_1 (13%), dfxtp_1 (13%), inv_1 (9.0%), xnor2_1 (8.8%)" \
    dieWidth_um 255 \
    dp_hpwl_um 45600 \
    io_buffers 257 \
    postRouteAntennaNets 0 \
    globalplace.congestion 0.938 \
    grt_pass1_wl_um 82300 \
    cts.clk_slew.worst_paths_ns 0.06 \
    crit_path_start_kind "primary input" \
    drt_iter0_markers 805 \
]
==> synth_stat cells, types with 5 or more instances <==
cell type    n
xnor2_1    193
inv_1      459
nor2_1     189
a21o_1      38
clkbuf_1    43
and2_1       6
a311oi_1     5
nor3b_1      7
nor4_1      13
o21ai_0     75
fa_1       128
o31ai_1     16
nand3_1     14
xor2_1      57
o31a_1       9
dfxtp_1    124
a21oi_1    183
o21a_1      16
nand2b_1    25
o211ai_1     6
or3_1       29
o41a_1       5
o21bai_1    60
mux2i_1      8
and3_1      11
a31oi_1     11
o41ai_1      6
nor2b_1     31
xnor3_1      7
nand2_1     45
or2_2       14
ha_1       345
nor3_1      32
or4_1        5
a211oi_1     9
==> placed cells by master, fill, tap and decap left out, types with 5 or more instances in the layout <==
cell / Yosys / final
ha_1: 345 / 345
o41ai_1: 6 / 6
nor3_1: 32 / 32
nand3_1: 14 / 14
inv_1: 459 / 459
dfxtp_1: 124 / 124
a311oi_1: 5 / 5
and2_1: 6 / 6
nor3b_1: 7 / 7
o21a_1: 16 / 16
o211ai_1: 6 / 6
buf_4: 4 / 5
o31ai_1: 16 / 16
a31oi_1: 11 / 11
or4_1: 5 / 5
xnor2_1: 193 / 193
xnor3_1: 7 / 7
inv_6: 0 / 5
fa_1: 128 / 128
and3_1: 11 / 11
a21oi_1: 183 / 183
clkbuf_16: 0 / 17
mux2i_1: 8 / 8
o41a_1: 5 / 5
nor2_1: 189 / 189
clkdlybuf4s50_1: 0 / 256
a21o_1: 38 / 38
o21ai_0: 75 / 75
or2_2: 14 / 14
or3_1: 29 / 29
o31a_1: 9 / 9
a211oi_1: 9 / 9
nand2b_1: 25 / 25
nand2_1: 45 / 45
xor2_1: 57 / 57
nor4_1: 13 / 13
o21bai_1: 60 / 60
nor2b_1: 31 / 31
==> final cells by class <==
type / count / area [um2]
Clock inverter: 14 / 136
Fill cell: 6420 / 40000
Multi-Input combinational cell: 1676 / 14800
Tap cell: 846 / 1060
Sequential cell: 124 / 2480
Antenna cell: 1 / 2.50
Clock buffer: 18 / 429
Inverter: 462 / 1730
Timing Repair Buffer: 261 / 2600
==> registers in the layout (all words and copies together) (netlist names) <==
register and flops:
y3_re 15, y1_re 15, y0_im 16, y1_im 15, y2_im 16, y2_re 16
y0_re 16, y3_im 15
==> cells by family (layout without fill, tap and decap cells) <==
group,Yosys count,in the layout,synth area share (%)
AND-OR/OR-AND,493,493,16.7
XOR/XNOR,264,264,12.8
adder cells (fa/ha/maj),475,475,35.9
buffers and inverters,516,755,10.2
flip-flops,124,124,12.9
multiplexers,9,9,0.475
other,0,1,0
AND/OR/NAND/NOR,435,435,11.1
==> per-layer routing <==
| metal | vias up | track usage (%) | wire, um |
|---|---|---|---|
| li1 | 8007 | - | - |
| met1 | 7115 | 24.3 | 24900 |
| met2 | 331 | 26.4 | 23600 |
| met3 | 38 | 3.91 | 3120 |
| met4 | 2 | 2.50 | 935 |
| met5 | - | 0 | 13 |
==> metrics by stage <==
stage	hold WS, ns	worst slack, ns	area [um2]	utilization [%]	std cells
after global placement	3.09	2.12	22700	35.9	3369
after CTS	2.57	2.60	23200	36.8	3401
after global routing	2.62	1.98	23200	36.8	3401
final	2.59	2.61	23200	36.8	3402
after detailed placement	3.09	2.11	22700	35.9	3369
after floorplan	2.77	3.36	19200	-	2316
==> worst paths after layout <==
path / from / to / slack (ns) / depth (start not counted)
min: reset / y3_re[6] / 2.59 / 2
max: x1_re[0] / y3_im[15] / 2.61 / 30
