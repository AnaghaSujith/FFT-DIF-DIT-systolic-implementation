===== /design/flow/run.sh =====
#!/bin/bash
# OpenROAD 26Q1-2900-gdf79404cd8, Yosys 0.63+post, stock flow scripts
make -C /OpenROAD-flow-scripts/flow DESIGN_CONFIG=/design/flow/config.mk WORK_HOME=/design/flow/orfs finish

===== /design/flow/config.mk =====
export PLATFORM = sky130hd
export DESIGN_NAME = DIF_FFT_4_point
export DESIGN_NICKNAME = DIF_FFT_4_point
export VERILOG_FILES = /design/flow/design.v
export SDC_FILE = /design/flow/constraint.sdc
export NUM_CORES = 4
export LEC_CHECK = 1
export CORE_UTILIZATION = 40

===== /design/flow/constraint.sdc =====
current_design DIF_FFT_4_point

set clk_period 9.6
set clk_io_pct 0.2

create_clock -name clk0 -period $clk_period [get_ports {clk}]

set non_clock_inputs [all_inputs -no_clocks]
set_input_delay [expr $clk_period * $clk_io_pct] -clock clk0 $non_clock_inputs
set_output_delay [expr $clk_period * $clk_io_pct] -clock clk0 [all_outputs]

===== /design/flow/design.v =====
`timescale 1ns / 1ps
module DIF_FFT_4_point (
      input wire signed [15:0] x0_re, x0_im,
      input wire signed [15:0] x1_re, x1_im,
      input wire signed [15:0] x2_re, x2_im,
      input wire signed [15:0] x3_re, x3_im,
      output reg signed [15:0] y0_re, y0_im,
      output reg signed [15:0] y1_re, y1_im,
      output reg signed [15:0] y2_re, y2_im,
      output reg signed [15:0] y3_re, y3_im,
      input wire clk, reset
  );
      wire signed [15:0] a0_re, a0_im, a1_re, a1_im;
      wire signed [15:0] b0_re, b0_im, b1_re, b1_im;
      wire signed [15:0] w0_re = 16'sd1;     
      wire signed [15:0] w0_im = 16'sd0;     
      wire signed [15:0] w1_re = 16'sd0;     
      wire signed [15:0] w1_im = -16'sd1;    
      wire signed [15:0] w2_re = -16'sd1;    
      wire signed [15:0] w2_im = 16'sd0;     
      wire signed [15:0] w3_re = 16'sd0;     
      wire signed [15:0] w3_im = 16'sd1;     
    assign a0_re = x0_re + x2_re;
    assign a0_im = x0_im + x2_im;
    assign a1_re = x1_re + x3_re;
    assign a1_im = x1_im + x3_im;
    assign b0_re =  (x0_re - x2_re)*w0_re - (x0_im - x2_im)*(w0_im);
    assign b0_im =  (x0_re - x2_re)*w0_im + (x0_im - x2_im)*(w0_re);
    assign b1_re = (x1_re - x3_re)*w1_re - (x1_im - x3_im)*(w1_im);
    assign b1_im = (x1_re - x3_re)*w1_im + (x1_im - x3_im)*(w1_re);
 always @(posedge clk)
 begin
 if (reset)
    begin
    y0_re <= 0;
    y0_im <= 0;
    y1_re <= 0;
    y1_im <= 0;
    y2_re <= 0;
    y2_im <= 0;
    y3_re <= 0;
    y3_im <= 0;
    end
    else
    begin
     y0_re <= a0_re + a1_re;
     y0_im <= a0_im + a1_im;
     y1_re <= (a0_re - a1_re)*w0_re - (a0_im - a1_im)*w0_im;
     y1_im <= (a0_re - a1_re)*w0_im + (a0_im - a1_im)*w0_re;
     y2_re <= b0_re + b1_re;
     y2_im <= b0_im + b1_im;
     y3_re <= (b0_re - b1_re)*w0_re - (b0_im - b1_im)*w0_im;
     y3_im <= (b0_re - b1_re)*w0_im + (b0_im - b1_im)*w0_re;
    end
 end
endmodule

==> results.yml <==
# yosys + openroad results
worst_setup_path:
  endpoint_kind: "register"
  cpMostUsedCell: "a21oi_1"
  cp_num_cells: 19
  crit_buf_inv: 2
  worstSetupPathType: "primary input to register"
  max_stage_delay_ns: 0.49
  cp_arrival_ns: 6.50
  worstPathCellList: "clkdlybuf4s50_1 -> ha_1 -> inv_1 -> fa_1 -> a21o_1 -> a21oi_1 -> o21bai_1 -> a21oi_1 -> o21bai_1 -> a21oi_1 -> o21ai_0 -> a31oi_1 -> ha_1 -> or3_1 -> or4_1 -> a21oi_1 -> nor2_1 -> xor3_1 -> nor2_1"
  crit_path_top_delay_cell: "or4_1"
  crit_path_leading_delay_family: "AND-OR/OR-AND gates"
  critPathRequiredTime_ns: 9.92
  timing.critical_path.fanout_max: 8
  worstSetupStartpoint: "x2_re[0]"
  timing.critical_path.from_type: "primary input"
floorplan:
  dieArea_um2: 36900
  die_w_um: 192
  floorplan.core_util_pct: 40.6
  row_count: 69
  io_pins: 258
  die_y_um: 192
  coreArea_um2: 35600
logic_synthesis:
  netlist_top_cells_area: "ha_1 21%, dfxtp_1 17%, xnor2_1 9.1%, nor2_1 6.0%, inv_1 5.5%"
  synthTopCellsByCount: "240 x ha_1, 232 x nor2_1, 212 x inv_1"
  synth_cell_types: 78
  edf_count: 0
  synth_area_per_cell_um2: 7.71
  ys_area_um2: 14400
  synthCells: 1873
  synth_top_cell_by_area: "ha_1"
  yosysWarningCount: 1
  syn_area_um2: 14400
  top_cell_area_share_pct: 20.8
  ff_type: "dfxtp_1"
  post-synth-top-count-cell: "ha_1"
  postSynthRegisterBits: 124
  post_synthesis_cell_count_from_yosys: 1873
  synth_async_sr_flop_share_pct: 0
  ys_seq_share_pct: 17.2
power:
  int_pwr_mw: 2.35
  power.combinational.fraction_pct: 62.4
  peakVddDrop_v: 0.000138
  clock_power_share_pct: 17.1
  power.share.sequential_pct: 20.5
  p_switching_mw: 1.60
  power_density_nw_per_um2: 221
  total_leakage_power_nw: 7.98
  p_sw_share_pct: 40.5
detailed_routing:
  avgViaCountPerCell: 5.19
  drcViolationCount: 0
  ant_nets: 0
  detailedRoute.firstIterationViolations: 733
  dr.pass1.iters: 5
  detailroute.via_count: 13210
  routed_wl_um: 41800
  routedWlPerCell_um: 16.4
grt:
  antenna_found_initial: 1
  grt_start_max_net_pins: 42
  grt_pass1_wl_um: 64900
  grtUsageTotal_pct: 23.2
  grt_pass1_vias: 12249
  grt.overflow.total: 0
layout:
  post_route_cells_drive_above_1_share_pct: 3.36
  layout-area-overhead-vs-synth_pct: 23.8
  post_layout_nonfiller_instances: 2543
timing:
  setup_viol_count_final: 0
  layout_min_cycle_time_ns: 6.18
  setup-tns-final_ns: 0
  hold_violations: 0
  final-max-slew-violation-count: 0
  rsz0062_at_grt: "false"
  worst_max_slew_pin_slew_ns: 0.669
  top_achievable_clock_speed_mhz: 162
  timing.slew.headroom_pct: 55.1
  final_min_period_over_clock_period_pct: 64.3
job:
  drv.max_cap_violation_count: 0
  warning_count: 145
clock_network:
  cts.htree.levels: 4
  tritoncts_buffers: 17
  holdBufCountCts: 0
  clkSinkCount: 124
  clk_path_buf_depth: 2
  cts.reportedPaths.clkPinSlew_ns: 0.07
  cts.repair_timing.setup_buffer_count: 0
  clock_root_buffer: "clkbuf_16"
  cts-resized-gates: 0
  clock_tree_from_tritoncts: "done"
placed_design:
  number_of_cells_after_detailed_placement: 2510
  portBuffers: 257
  gpl.final_weighted_congestion: 0.975
  half_perimeter_wire_length_of_the_detailed_placement_result_um: 35100
hold_path:
  whs_path_depth: 2
  worst_hold_startpoint: "reset"
  timing.hold.worst.class: "primary input to register"
outcome:
  run_status: "completed"
cell families (layout without fill, tap and decap cells):
kind of cell	after synthesis	count (layout)	synth area share, %
DFF	124	124	17.2
xor gates and xnor gates	197	197	12.2
adders and majority gates	256	256	23.0
other	0	1	0
AOI/OAI and AO/OA	452	452	20.6
and+or+nand+nor	531	531	18.0
muxes	14	14	1.03
buffers and inverters	299	507	7.98
registers in the layout, indices dropped and copies added (netlist names):
| name | flops |
|---|---|
| y3_re | 16 |
| y2_re | 15 |
| y0_im | 16 |
| y1_re | 16 |
| y2_im | 15 |
| y0_re | 15 |
| y1_im | 15 |
| y3_im | 16 |
power by group through the flow:
stage	sequential [mW]	combinational, mW	clock (mW)
6_report	0.811	2.47	0.676
5_1_grt	0.832	2.74	0.716
4_1_cts	0.816	2.47	0.691
path summary, 6_finish.rpt:
check | to | slack (ns)
worst min-delay path | y2_re[1] | 1.90
worst max-delay path | y3_re[15] | 3.42
layout make-up:
class / instances / area (um2)
multi-input cells: 1450 / 10800
clock inverters: 15 / 175
diodes: 1 / 2.50
flip-flops and latches: 124 / 2480
clock buffers: 17 / 425
well taps: 461 / 577
fillers: 3404 / 17700
repair buffers: 261 / 2600
inverters: 214 / 803
metrics by stage:
stage               hold slack, ns  util (%)  setup slack, ns  power (mW)  area, um2
floorplan                     2.14         -             3.78        2.33      14400
global placement              2.36      48.5             3.06        3.28      17300
detailed placement            2.36      48.5             2.96        3.28      17300
CTS                           1.89      50.2             3.44        3.98      17900
global route                  1.91      50.2             3.05        4.29      17900
finish                        1.90      50.2             3.42        3.95      17900
layer usage:
layer	vias to the layer above	track usage (%)	wire [um]
met5	-	0	0
met4	0	4.42	940
met3	46	4.51	2820
met2	371	35.9	18200
met1	6024	34.1	19800
li1	6769	-	-
cell usage in the layout, fill, tap and decap left out, types with 8 or more instances in the layout:
master	instances
a211oi_1	13
a21o_1	32
a21oi_1	149
a221oi_1	9
a31oi_1	27
and2_1	10
and3_1	20
clkbuf_16	17
clkdlybuf4s50_1	256
dfxtp_1	124
fa_1	16
ha_1	240
inv_1	212
nand2_1	42
nand2b_1	30
nand3_1	17
nand4_1	8
nor2_1	232
nor2b_1	41
nor3_1	56
nor3b_1	9
o211ai_1	11
o21a_1	15
o21ai_0	70
o21bai_1	39
o31ai_1	12
o41ai_1	8
or2_2	9
or3_1	28
xnor2_1	150
xor2_1	45
Power figures rest on the tool's default switching activity, not on a simulated workload.
